===== /design/flow/constraint.sdc =====
current_design vending_machine

set clk_period 1.1
set clk_io_pct 0.2

create_clock -name clk0 -period $clk_period [get_ports {clk}]

set non_clock_inputs [all_inputs -no_clocks]
set_input_delay [expr $clk_period * $clk_io_pct] -clock clk0 $non_clock_inputs
set_output_delay [expr $clk_period * $clk_io_pct] -clock clk0 [all_outputs]

===== /design/flow/run.sh =====
#!/bin/bash
# OpenROAD 26Q1-2900-gdf79404cd8, Yosys 0.63+post, stock flow scripts
make -C /OpenROAD-flow-scripts/flow DESIGN_CONFIG=/design/flow/config.mk WORK_HOME=/design/flow/orfs finish

===== /design/flow/config.mk =====
export PLATFORM = sky130hd
export DESIGN_NAME = vending_machine
export DESIGN_NICKNAME = vending_machine
export VERILOG_FILES = /design/flow/design.v
export SDC_FILE = /design/flow/constraint.sdc
export NUM_CORES = 4
export LEC_CHECK = 1
export CORE_AREA = 10 10 70 70
export DIE_AREA = 0 0 80 80

===== /design/flow/design.v =====
module vending_machine (
    input wire clk,          
    input wire reset,        
    input wire coin_0_5,     
    input wire coin_1,       
    input wire beverage_select,  
    output reg beverage,     
    output reg [1:0] change  
);
    parameter IDLE = 3'b000, 
              COIN_INSERTED = 3'b001, 
              BEVERAGE_SELECTED = 3'b010, 
              DISPENSING = 3'b011, 
              CHANGE_DISPENSED = 3'b100;
    reg [2:0] state, next_state;
    reg [2:0] coin_count;
    always @(posedge clk or posedge reset) begin
        if (reset)
            state <= IDLE;
        else
            state <= next_state;
    end
    always @(*) begin
        next_state = state;  
        beverage = 0;
        change = 2'b00;
        case (state)
            IDLE: begin
                if (coin_0_5 || coin_1)
                    next_state = COIN_INSERTED;
            end
            COIN_INSERTED: begin
                if (coin_0_5)
                    coin_count = coin_count + 1;
                else if (coin_1)
                    coin_count = coin_count + 2;
                if (coin_count >= 4)  
                    next_state = BEVERAGE_SELECTED;
            end
            BEVERAGE_SELECTED: begin
                if (beverage_select)
                    next_state = DISPENSING;
            end
            DISPENSING: begin
                beverage = 1;
                if (coin_count > 4) begin
                    change = (coin_count - 4) / 2;
                end
                next_state = CHANGE_DISPENSED;
            end
            CHANGE_DISPENSED: begin
                next_state = IDLE;
            end
        endcase
    end
endmodule

==> summary.log <==
INFO  run_status     run_status=complete, but fails checks
INFO  run_status     violations=setup timing
INFO  synthesis      ys_types=19
INFO  global_routing grt_antenna_before_repair=0
INFO  worst_setup_path worst-r2r-cell-count=2
INFO  floorplan      die_area=6400um^2
INFO  sta            max_freq=835.9MHz
INFO  placed_design  gp_congestion=0.6646
INFO  worst_setup_path slowest_stage=sky130_fd_sc_hd__dfrtp_1
INFO  sta            unclocked_pins=3
INFO  detailed_routing dr.pass1.iters=4
INFO  floorplan      core.rowCount=21
INFO  clock_network  clk_path_buf_depth=2
INFO  worst_hold_path min-delay-path-class=primary input to asynchronous set/reset pin
INFO  floorplan      die_x=80um
INFO  worst_setup_path critical_path.endpoint_type=output port
INFO  worst_setup_path critPathArrivalTime=0.98ns
INFO  worst_setup_path crit_start=state[4]
INFO  worst_setup_path cp.required=0.88ns
INFO  worst_setup_path rrSetupSlack=0.27ns
INFO  synthesis      synth_top_flop_cell=sky130_fd_sc_hd__dfrtp_1
INFO  worst_setup_path cp_most_frequent_cell=sky130_fd_sc_hd__buf_6
INFO  synthesis      synthesis.instances=35
INFO  flow_run       maxCapViolations=0
INFO  global_routing pin_count_of_the_biggest_net_entering_global_routing=7
INFO  detailed_routing num_vias=267
INFO  cells_and_area seqCellArea=171.4um^2
INFO  worst_setup_path crit_path_max_incr_delay=0.39ns
INFO  sta            hold_viol=0
INFO  floorplan      io-pin-count=8
INFO  synthesis      synth.area.top_cells=sky130_fd_sc_hd__dfrtp_1 (28%), sky130_fd_sc_hd__dlxtn_1 (13%), sky130_fd_sc_hd__ha_1 (11%)
INFO  synthesis      netlist.top_cell.by_instances=sky130_fd_sc_hd__inv_1
INFO  sta            worst_clock_skew=0.004186ns
INFO  cells_and_area drive_gt1_share=23.40%
INFO  sta            setup_ws=-0.09630ns
INFO  flow_run       warnings=29
INFO  pwr            p_per_area=2538nW/um^2
INFO  floorplan      floorplan.core_area=3416um^2
INFO  synthesis      synth-edff-count=0
INFO  cells_and_area num-fill-cells=385
INFO  synthesis      synth_area=355.3um^2
INFO  detailed_routing antenna_cells_inserted=0
INFO  worst_setup_path regToRegEndpoint=state[3]
INFO  synthesis      post_synth.cell_area_avg=10.15um^2
INFO  clock_network  ctsRootBufferMaster=sky130_fd_sc_hd__clkbuf_4
INFO  clock_network  cts_buffers=3
INFO  worst_setup_path critPathCapture=change[0]
INFO  synthesis      yosys-stat-area=355.3um^2
INFO  floorplan      fp_util=10.40%
INFO  pwr            worst_supply_voltage_drop_on_vdd=0.0006862V
INFO  clock_network  source_to_sink_clock_delay_at_the_later_pin_of_the_worst_skew_pair=0.24ns
INFO  synthesis      synthArstFlopShare=62.50%
INFO  detailed_routing post-route-drc-count=0
INFO  placed_design  buffer_ports.inserted=6
INFO  sta            period_used_share=108.8%
INFO  detailed_routing vias_per_cell=2.871
INFO  clock_network  cts_hold_buf=0
INFO  global_routing grt_pass1_vias=294
INFO  synthesis      yosys_warnings=10
INFO  detailed_routing drt-wirelength-per-cell=8.333um
INFO  sta            rsz0062_at_grt=yes
INFO  detailed_routing routed_wirelength=775um
INFO  sta            period_needed=1.196ns
INFO  worst_setup_path crit_chain=buf_6, and2_4, buf_6
INFO  worst_setup_path worst_setup_path_start_kind=flop
INFO  sta            finalSetupViolCount=1
INFO  synthesis      top_cell_area_share=28.17%
INFO  synthesis      ys_ff=8
INFO  global_routing grt.overflow.total=0
INFO  worst_setup_path worstReg2RegStart=state[3]
INFO  sta            unconstrained_endpoints=3
INFO  cells_and_area comb_area=155.1um^2
INFO  clock_network  clock_tree_from_tritoncts=done
INFO  pwr            total_leakage_power=0.2670nW
INFO  clock_network  worst_setup_hold_path_clk_slew=0.05ns
INFO  cells_and_area growth_of_design_area_from_synthesis_to_finish=49.30%
INFO  cells_and_area postLayoutCellArea=530.5um^2
INFO  global_routing wire_length_of_the_first_global_routing_pass=1283um
INFO  detailed_routing drt_iter0_drc=10
INFO  placed_design  placed_cell_area=483.0um^2
INFO  worst_setup_path path_max_fanout=2
INFO  detailed_routing postRouteAntennaNets=0
INFO  floorplan      chipHeight=80um
INFO  global_routing grt.total_usage=2.534%
INFO  worst_setup_path path_class=flop to output port
INFO  synthesis      post_synth_most_frequent_cells=sky130_fd_sc_hd__inv_1 (5), sky130_fd_sc_hd__dfrtp_1 (4), sky130_fd_sc_hd__dlxtn_1 (3), sky130_fd_sc_hd__ha_1 (3), sky130_fd_sc_hd__o21ai_0 (3)
INFO  sta            whs=0.1720ns
INFO  clock_network  cts_max_level=1
INFO  synthesis      synth-cells-yosys=35
INFO  sta            number_of_max_slew_violations_in_the_final_report=0
INFO  synthesis      synth_top_cell_by_area=sky130_fd_sc_hd__dfrtp_1
critical path: cells and delay by family, from the launching register on:
family / cells / cell delay [ns]
buf+inv: 2 / 0.22
flops: 1 / 0.39
simple gates: 1 / 0.13
worst min path at each step:
stage | depth (start not counted) | to | slack (ns) | startpoint
5_1_grt | 2 | state[4] | 0.18 | reset
4_1_cts | 2 | state[3] | 0.17 | reset
6_report | 2 | state[4] | 0.17 | reset
layout by cell type (no fill, tap or decap), types with 2 or more instances in the layout:
master                            instances
sky130_fd_sc_hd__inv_1                    5
sky130_fd_sc_hd__buf_6                    4
sky130_fd_sc_hd__dfrtp_1                  4
sky130_fd_sc_hd__o21ai_0                  3
sky130_fd_sc_hd__ha_1                     3
sky130_fd_sc_hd__clkbuf_4                 3
sky130_fd_sc_hd__dlxtn_1                  3
sky130_fd_sc_hd__xnor2_1                  2
sky130_fd_sc_hd__mux2i_1                  2
sky130_fd_sc_hd__clkdlybuf4s50_1          2
sky130_fd_sc_hd__buf_4                    2
final cells by class:
cell class,count,area share (%)
well taps,46,10.85
clock buffers,4,4.953
repair buffers,10,19.10
flip-flops and latches,8,32.31
multi-input cells,20,29.25
inverters,5,3.538
flip-flops by register name, indices dropped and copies added, names as in the netlist:
register,flops
coin_count,3
state,5
routing by layer:
metal	up-vias	wire (um)	global-route usage, %
li1	133	-	-
met1	123	387	3.362
met2	11	266	3.050
met3	0	121	2.273
met4	0	0	0.1761
met5	-	0	0
cell families (layout without fill, tap and decap cells):
kind of cell             after synthesis  after routing  share of synthesized area [%]
AND-OR/OR-AND                          7              7                          12.68
other                                  1              1                          1.055
latches                                3              3                          12.68
flip-flops                             5              5                          35.57
buffers and inverters                  7             19                          8.803
XOR/XNOR                               3              3                          7.396
AND/OR/NAND/NOR                        4              4                          5.631
adder cells (fa/ha/maj)                3              3                          10.56
multiplexers                           2              2                          5.634
per-stage QoR:
| step | cells | util, % | worst slack (ns) | power (W) | setup TNS (ns) |
|---|---|---|---|---|---|
| floorplan | 35 | - | 0.2870 | 0.0009238 | 0 |
| global placement | 88 | 14.14 | -0.2930 | 0.001063 | -0.7375 |
| detailed placement | 88 | 14.14 | -0.2969 | 0.001094 | -0.7713 |
| CTS | 94 | 15.31 | -0.1075 | 0.001344 | -0.1729 |
| global route | 93 | 15.53 | -0.1421 | 0.001457 | -0.1683 |
| finish | 93 | 15.53 | -0.09630 | 0.001346 | -0.09630 |
power by group:
| part | internal (W) | switching (W) |
|---|---|---|
| combinational | 0.000313 | 0.000293 |
| sequential | 0.000388 | 0.000139 |
| clock | 0.000137 | 0.0000764 |
| total | 0.000838 | 0.000508 |
repair_timing:
| action | CTS | global route |
|---|---|---|
| resized | 10 | 4 |
| pin swaps | 1 | 0 |
| buffers inserted | 2 | 0 |
| setup endpoints to repair | 3 | 3 |
Power and IR drop assume default switching activity.
