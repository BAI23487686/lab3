$ cat flow/config.mk
export PLATFORM = sky130hd
export DESIGN_NAME = vending_machine_refund
export DESIGN_NICKNAME = vending_machine_refund
export VERILOG_FILES = /design/flow/design.v
export SDC_FILE = /design/flow/constraint.sdc
export NUM_CORES = 4
export LEC_CHECK = 1
export CORE_AREA = 10 10 70 70
export DIE_AREA = 0 0 80 80
$ cat flow/constraint.sdc
current_design vending_machine_refund

set clk_period 1.6
set clk_io_pct 0.2

create_clock -name clk0 -period $clk_period [get_ports {clk}]

set non_clock_inputs [all_inputs -no_clocks]
set_input_delay [expr $clk_period * $clk_io_pct] -clock clk0 $non_clock_inputs
set_output_delay [expr $clk_period * $clk_io_pct] -clock clk0 [all_outputs]
$ cat flow/design.v
module vending_machine_refund (
    input wire clk,           
    input wire reset,         
    input wire coin_0_5,      
    input wire coin_1,        
    input wire beverage_select,  
    output reg beverage,      
    output reg [1:0] change   
);
    parameter IDLE = 3'b000, 
              COIN_INSERTED = 3'b001, 
              BEVERAGE_SELECTED = 3'b010, 
              DISPENSING = 3'b011, 
              REFUND = 3'b100;
    reg [2:0] state, next_state;
    reg [2:0] coin_count;
    always @(posedge clk or posedge reset) begin
        if (reset) begin
            state <= REFUND;
        end else begin
            state <= next_state;
        end
    end
    always @(*) begin
        next_state = state;  
        beverage = 0;
        change = 2'b00;
        case (state)
            IDLE: begin
                if (coin_0_5 || coin_1)
                    next_state = COIN_INSERTED;
            end
            COIN_INSERTED: begin
                if (coin_0_5)
                    coin_count = coin_count + 1;
                else if (coin_1)
                    coin_count = coin_count + 2;
                if (coin_count >= 4)  
                    next_state = BEVERAGE_SELECTED;
            end
            BEVERAGE_SELECTED: begin
                if (beverage_select)
                    next_state = DISPENSING;
            end
            DISPENSING: begin
                beverage = 1;
                if (coin_count > 4) begin
                    change = (coin_count - 4) / 2;
                end
                next_state = IDLE;
            end
            REFUND: begin
                change = coin_count / 2;
                next_state = IDLE;
            end
        endcase
    end
endmodule
$ cat flow/run.sh
#!/bin/bash
# OpenROAD 26Q1-2900-gdf79404cd8, Yosys 0.63+post, stock flow scripts
make -C /OpenROAD-flow-scripts/flow DESIGN_CONFIG=/design/flow/config.mk WORK_HOME=/design/flow/orfs finish
==> flow_metrics.rpt <==
==== FLOW RESULTS ====
----------------------------------------------------
[CTS]
  Maximum buffer depth of the clock tree ........................ 2
  Maximum level of the CTS H-tree ........................ 1
  CTS Buf Count ........................ 3
  Skew-Pair Late Insertion Delay ........................ 0.25 ns
  Root buf cell ........................ clkbuf_4
  TritonCTS clock tree ........................ built
  Number of buffers added to fix hold violations after cts ........................ 0
  Clock slew at reported path FFs ........................ 0.05 ns

[Yosys]
  Cell with the most instances after synthesis ........................ inv_1
  Cell count in the Yosys report ........................ 39
  Avg Synthesized Cell Area ........................ between 9 and 10 um^2
  Cell area after technology mapping ........................ 388 um^2
  Number of warnings issued by yosys ........................ 10
  Cell type with the largest total area ........................ dfrtp_1
  Top area contributor share ........................ approximately 26%
  Ranking of synthesized cells by area ........................ dfrtp_1 26%, dlxtn_1 12%, dfstp_2 6.8%
  Share of flip-flops with an asynchronous set or reset after synthesis ........................ ~63%
  Count of state elements after synthesis ........................ 8
  Number of synthesized flops with an enable pin ........................ 0
  Tally of unique sky130hd cells used after synthesis ........................ 22
  Area of the synthesized netlist per yosys stat ........................ 388 um^2
  Most instantiated cells after synthesis ........................ 6 x inv_1, 4 x dfrtp_1, 3 x dlxtn_1, 3 x nor2_1, 3 x o21ai_0
  Post-synthesis cell count ........................ 39
  Commonest register cell after synthesis ........................ dfrtp_1

[Placement]
  RD Place Congestion ........................ 0.753
  HPWL Detailed ........................ ~630 um
  # port buffers ........................ 7
  DP Area ........................ 519 um^2

[Final timing]
  Endpoints failing hold ........................ 0
  Final period utilization ........................ 95.2%
  Number of setup violations in the final report ........................ 0
  Setup clock skew after layout ........................ about 0.003 ns
  Max-slew violations ........................ 0
  Summed negative setup slack over all endpoints ........................ 0 ns
  F_max ........................ 657 MHz
  Unrepaired setup endpoints after global routing ........................ false
  Register pins left without a clock ........................ 3
  Post-route minimum period ........................ about 1.5 ns
  Endpoints left unconstrained ........................ 3

[Run]
  Count of maximum capacitance violations ........................ 0
  OpenROAD warning count ........................ 26

[Cells and area]
  Growth of design area from synthesis to finish ........................ 41.9%
  Number of inserted filler cells in the final layout ........................ 392
  Fraction of layout cells with a size suffix above 1 ........................ between 10% and 20%
  Design Area, Final ........................ 551 um^2

[Routing]
  Iteration-0 DRC Markers ........................ 22
  Number of nets still failing antenna checks after routing ........................ 0
  Detailed-route vias per instance ........................ 3.01
  DRC viols ........................ 0
  Number of antenna repair diodes ........................ 0
  Final wirelength ........................ just over 800 um
  Average wire per standard cell ........................ 8.34 um
  Count of TritonRoute iterations in the first routing pass ........................ 4
  Overall via count from detail_route ........................ 295

[Worst hold path]
  HP Class ........................ input pin to async pin

[Power and ir drop]
  Net switching power ........................ ~100 uW
  Relative contribution of the clock network to total power ........................ 38.4%
  Fraction of power spent switching nets ........................ 25.7%
  Sequential fraction of design power ........................ 41.8%
  Pwr dens ........................ 717 mW/mm^2
  Largest voltage drop on the vdd net ........................ roughly 220 uV
  Cell-internal power ........................ a little under 300 uW
  Leakage ........................ 0.257 nW
  Combinational group share of total power ........................ 19.8%

[Global route]
  Wire length of the first global-routing pass ........................ 1360 um
  Antenna violations before repair ........................ 0
  Number of global-route vias before repair ........................ 307
  Largest net degree at the start of global routing ........................ 7
  Remaining global-route overflow ........................ 0
  Tot GR Track Use ........................ 2.65%

[Setup path]
  Maximum fanout along the worst path ........................ 2
  Kind of end point of the critical path ........................ primary output
  Critical Path Source Type ........................ flop
  Endpoint required time on the critical path ........................ 1.28 ns
  Critical path start-end classification ........................ flop to primary output
  Endpoint arrival time on the critical path ........................ 1.20 ns

[Floorplanning]
  Core Rows ........................ 21
  Die x size ........................ around 80 um
  Die Outline Area ........................ 0.00640 mm^2
  FP Core Util ........................ ~11%
  Top Ports ........................ 8
  Die extent in y ........................ 80 um
  Core region area ........................ between 0.003 and 0.004 mm^2

[Status]
  Run status ........................ completed

----------------------------------------------------
[worst max-delay path, stage by stage, from the launching register on]
cell and delay, ns:
dfstp_2 0.52, buf_4 0.10, a31oi_1 0.03, nor2_1 0.11, dlygate4sd2_1 0.21
[cells in the final DEF (no fill, tap or decap), drive strengths merged, types with 2 or more instances in the layout]
cell type      n
inv            6
clkdlybuf4s50  5
dfrtp          4
clkbuf         4
nor2           3
o21ai          3
dlxtn          3
buf            3
and2           2
nand2          2
ha             2
dlygate4sd2    2
[logic make-up after synthesis]
| kind of cell | Yosys count | synth area share (%) |
|---|---|---|
| simple gates | 10 | 18.1 |
| buf+inv | 7 | 8.71 |
| fa+ha+maj | 2 | 6.45 |
| compound gates | 9 | 17.1 |
| other cells | 1 | 0.967 |
| xor+xnor | 2 | 4.52 |
| flops | 5 | 32.6 |
| latches | 3 | 11.6 |
[cell type report]
| class | count | area, um^2 | area share [%] |
|---|---|---|---|
| Multi-Input combinational cell | 24 | 183 | 33.2 |
| Sequential cell | 8 | 171 | 31.1 |
| Timing Repair Buffer | 10 | 90.1 | 16.4 |
| Tap cell | 46 | 57.6 | 10.5 |
| Clock buffer | 4 | 26.3 | 4.77 |
| Inverter | 6 | 22.5 | 4.09 |
[power by group through the flow]
stage	sequential (mW)	combinational (mW)	clock, mW
finish	0.165	0.0782	0.152
global route	0.168	0.0869	0.167
CTS	0.166	0.0799	0.155
[stage by stage]
step                      total power, mW  hold WS [ns]  setup slack [ns]  util (%)  std cells
after floorplan                     0.210        0.0978             0.514         -         39
after global placement              0.245         0.471             0.121      15.2         93
after detailed placement            0.245         0.472             0.119      15.2         93
after CTS                           0.400         0.290            0.0479      16.1         98
after global routing                0.422         0.296           0.00657      16.1         98
final                               0.395         0.281            0.0769      16.1         98
[layer usage]
layer	vias to the layer above	wire (um)	share of wire (%)	global-route usage (%)
met5	-	0	0	0
met3	0	110	13	2.50
li1	154	-	-	-
met2	7	320	39	3.29
met4	0	0	0	0.352
met1	134	387	47	3.31
[what timing repair did]
item                                    4_1_cts  5_1_grt
endpoints found under the setup margin        2        0
gates resized                                 2        0
setup buffers                                 1        0
[path summary, 6_finish.rpt]
check                           startpoint        end  slack [ns]  cells after the start
worst max-delay path              state[0]  change[0]        0.08                      4
worst min-delay path                 reset   state[2]        0.28                      2
worst max register to register    state[0]   state[1]        0.76                      2
worst min register to register    state[1]   state[1]        0.48                      1
max in group asynchronous            reset   state[0]        1.07                      2
min in group clk0                 state[1]   state[1]        0.48                      1
[registers in the layout, indices dropped and copies added, names as in the netlist]
name / flops
state: 5
coin_count: 3
No activity file was given, so power comes from the tool's default toggle rates.
